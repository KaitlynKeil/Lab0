==> /design/flow/design.v <==
`timescale 1 ns / 1 ps
module behavioralFullAdder  
(
    output sum, 
    output carryout,
    input a, 
    input b, 
    input carryin
);
    assign {carryout, sum}=a+b+carryin;
endmodule
module structuralFullAdder  
(
    output sum,  
    output carryout,
    input a, 
    input b, 
    input carryin
);
    wire ab;  
    xor #50 aXORb(ab, a, b);
    xor #50 abXORc(sum, ab, carryin);
    wire aAndb, oneAndC;  
    and #50 aANDb(aAndb, a, b);
    and #50 aXORbANDc(oneAndC, ab, carryin);
    or #50 aorborc(carryout, aAndb, oneAndC);
endmodule
module FullAdder4bit
(
  output[3:0] sum,  
  output carryout,  
  output overflow,  
  input[3:0] a,     
  input[3:0] b      
);
    wire carry0, carry1, carry2;  
    structuralFullAdder add0 (sum[0], carry0, a[0], b[0], 0);  
    structuralFullAdder add1 (sum[1], carry1, a[1], b[1], carry0);
    structuralFullAdder add2 (sum[2], carry2, a[2], b[2], carry1);
    structuralFullAdder add3 (sum[3], carryout, a[3], b[3], carry2);  
    xor #50 overflowCheck(overflow, carry2, carryout);  
endmodule
module testFullAdder4bit();
	reg[3:0] a, b;  
	wire[3:0] sum;
	wire carryout, overflow;
	FullAdder4bit mut (sum, carryout, overflow, a, b);
	initial begin
		$dumpfile("fourbit_trace.vcd");  
    	$dumpvars;
		$display("    A    B |    S Cout Over | Expected");
		a=4'b0000; b=4'b0000; #1000
		$display(" %b %b | %b    %b    %b | 0000 0 0", a, b , sum, carryout, overflow);
		a=4'b0101; b=4'b0011; #1000
		$display(" %b %b | %b    %b    %b | 1000 0 1", a, b , sum, carryout, overflow);
		a=4'b1001; b=4'b1110; #1000
		$display(" %b %b | %b    %b    %b | 0111 1 1", a, b , sum, carryout, overflow);
		a=4'b0101; b=4'b0010; #1000
		$display(" %b %b | %b    %b    %b | 0111 0 0", a, b , sum, carryout, overflow);
		a=4'b1101; b=4'b1011; #1000
		$display(" %b %b | %b    %b    %b | 1000 1 0", a, b , sum, carryout, overflow);
		a=4'b1111; b=4'b1111; #1000
		$display(" %b %b | %b    %b    %b | 1110 1 0", a, b , sum, carryout, overflow);
		a=4'b1001; b=4'b0110; #1000
		$display(" %b %b | %b    %b    %b | 1111 0 0", a, b , sum, carryout, overflow);
		a=4'b1111; b=4'b0000; #1000
		$display(" %b %b | %b    %b    %b | 1111 0 0", a, b , sum, carryout, overflow);
		a=4'b1111; b=4'b0001; #1000
		$display(" %b %b | %b    %b    %b | 0000 1 0", a, b , sum, carryout, overflow);
		a=4'b0111; b=4'b0001; #1000
		$display(" %b %b | %b    %b    %b | 1000 0 1", a, b , sum, carryout, overflow);
		a=4'b0001; b=4'b0111; #1000
		$display(" %b %b | %b    %b    %b | 1000 0 1", a, b , sum, carryout, overflow);
		a=4'b0110; b=4'b0110; #1000
		$display(" %b %b | %b    %b    %b | 1100 0 1", a, b , sum, carryout, overflow);
		a=4'b1001; b=4'b1001; #1000
		$display(" %b %b | %b    %b    %b | 0010 1 1", a, b , sum, carryout, overflow);
		a=4'b1010; b=4'b0101; #1000
		$display(" %b %b | %b    %b    %b | 1111 0 0", a, b , sum, carryout, overflow);
		a=4'b1000; b=4'b1000; #1000
		$display(" %b %b | %b    %b    %b | 0000 1 1", a, b , sum, carryout, overflow);
		a=4'b0001; b=4'b0001; #1000
		$display(" %b %b | %b    %b    %b | 0010 0 0", a, b , sum, carryout, overflow);
	end
endmodule
==> /design/flow/run.sh <==
#!/bin/bash
# OpenROAD 26Q1-2900-gdf79404cd8, Yosys 0.63+post, stock flow scripts
make -C /OpenROAD-flow-scripts/flow DESIGN_CONFIG=/design/flow/config.mk WORK_HOME=/design/flow/orfs finish
==> /design/flow/config.mk <==
export PLATFORM = sky130hd
export DESIGN_NAME = FullAdder4bit
export DESIGN_NICKNAME = FullAdder4bit
export VERILOG_FILES = /design/flow/design.v
export SDC_FILE = /design/flow/constraint.sdc
export NUM_CORES = 4
export LEC_CHECK = 1
export CORE_AREA = 10 10 70 70
export DIE_AREA = 0 0 80 80
==> /design/flow/constraint.sdc <==
current_design FullAdder4bit

set clk_period 2.0
set clk_io_pct 0.2

create_clock -name clk0 -period $clk_period

set non_clock_inputs [all_inputs -no_clocks]
set_input_delay [expr $clk_period * $clk_io_pct] -clock clk0 $non_clock_inputs
set_output_delay [expr $clk_period * $clk_io_pct] -clock clk0 [all_outputs]
==> notes.md <==
flow finished, numbers: row count=21, first-pass GRT wire length=876 um, Via Count=120, Max FO, Critical Path=2, worst hold path class=in2out, VDD IR max=0.04200 mV, Max-area cell share=0.4615, CP Data Required Time=1.60 ns, Via density=between 1.5 and 2, Max Freq=between 0.4 and 0.5 GHz, logic area=around 110 um2, synthesis-to-layout area growth=142.3%, CP most frequent cell=fa_2, clock buf count=0, pre-CTS WS=-1.183 ns, final antenna-violating net count=0, vias in the first global route=around 160, Tool Warnings=35, yosys stat cell total=14, Tcrit/Tclk final=1.180, Yosys top cell by area=fa_1, headroom to the max-slew limit=0.9297, PwrDens=around 240 nW/um2, FP Util=0.03810, number of max-cap violations=0, synthesized area per cell=9.295 um2, drt first pass iters=1, filler instances=397, registers=0, Tot Pwr=approximately 0.074 mW, grt ovf=0, Final Setup Violations=3, failing checks=negative setup slack, CP Data Arrival Time=1.96 ns, Slowest cell on crit path=fa_2, run status=finished, violations left, PnR worst setup slack=-0.3608 ns, worst path cell trace=buf_6, ha_4, fa_2, fa_2, inv_2, fa_2, inv_2, buf_2, share of cells above drive strength 1=0.6923, Die Size=6400 um2, antenna diode count=0, wire per inst=7.472 um, Post-Syn Instances=14, total track usage=0.01787, residual DRC count=0, Syn Std Cell Area=approximately 130 um2, Ys Warns=1, initial antenna violation count=0, distinct lib cells=5, Worst setup SP type=input pin, Crit Path Class=in2out, top cells, area=fa_1 46%, buf_4 23%, inv_1 14%, max incr delay on CP=0.43 ns, Core Box Area=3416 um2, I/O Buffers=14, Worst Tran Pin Value=~0.11 ns, Synth Seq Share=0, fin crit period=2.361 ns, final hold violation count=0, largest net degree at the start of global routing=3, FF+latch area=0 um2, RSZ-0062 raised after global routing=yes, setup TNS=-0.8481 ns, routed wire length=around 540 um, DIE HEIGHT=80 um, CP Capture Type=primary output, yosys stat area=130.1 um2, die width=roughly 80 um, GPL Wtd Cong=0.7834, most frequent cells in the layout=5 x buf_2, 5 x clkdlybuf4s50_1, 3 x inv_2, 3 x fa_2, 3 x buf_6, DP HPWL=518.2 um, io pins=14, DR iter-0 viols=0, Leak=0.1305 nW, max-slew violations=0, Core Util, Final=0.09231
cell usage after synthesis:
library cell	count
fa_1	3
xnor2_1	1
inv_1	5
buf_4	4
ha_1	1
timing repair:
item,CTS,global route
hold buffers,0,0
pin swaps,4,0
endpoints found under the setup margin,6,4
setup buffers,0,0
gates resized,34,2
worst max-delay path: cells and delay by family:
kind | cells | cell delay (ns)
buffers and inverters | 4 | 0.30
adder cells (fa/ha/maj) | 4 | 1.25
per-layer routing:
layer / up-vias / routed length (um) / GRT usage
met3: 0 / 241 / 0.03182
met4: 0 / 0 / 0
li1: 59 / - / -
met2: 13 / 113 / 0.01525
met5: - / 0 / 0
met1: 48 / 183 / 0.02007
logic make-up after synthesis:
group                    count (synthesis)  share of synthesized area
XOR/XNOR                                 1                    0.06732
buffers and inverters                    9                     0.3750
adder cells (fa/ha/maj)                  4                     0.5577
cell type report:
cell class,count,share of cell area
timing repair buffer,16,0.4127
tap,46,0.1825
multi-input combinational,5,0.3452
inverter,5,0.05952
metrics by stage:
step           area (um2)  hold slack (ns)  instances
6_report            315.3            1.278         72
5_1_grt             315.3            1.322         72
4_1_cts             312.8            1.289         72
3_5_place_dp        330.3            1.898         72
3_3_place_gp        330.3            1.851         72
2_1_floorplan       147.6           0.9686         14
power breakdown:
part	switching, mW	internal (mW)	total, mW
combinational	0.0258	0.0486	0.0744
clock	0	0	0
sequential	0	0	0
final timing paths:
| check | startpoint | endpoint | slack, ns | cells after the start |
|---|---|---|---|---|
| setup / recovery | b[0] | sum[3] | -0.36 | 8 |
| hold / removal | b[1] | sum[1] | 1.28 | 3 |
Power figures rest on the tool's default switching activity, not on a simulated workload.
